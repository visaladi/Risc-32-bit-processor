File: config.mk
export PLATFORM = sky130hd
export DESIGN_NAME = processor
export DESIGN_NICKNAME = processor
export VERILOG_FILES = /design/flow/design.v
export SDC_FILE = /design/flow/constraint.sdc
export NUM_CORES = 4
export LEC_CHECK = 1
export CORE_UTILIZATION = 30
File: constraint.sdc
current_design processor

set clk_period 7.9
set clk_io_pct 0.2

create_clock -name clk0 -period $clk_period [get_ports {clk}]

set non_clock_inputs [all_inputs -no_clocks]
set_input_delay [expr $clk_period * $clk_io_pct] -clock clk0 $non_clock_inputs
set_output_delay [expr $clk_period * $clk_io_pct] -clock clk0 [all_outputs]
File: design.v
`timescale 1ns / 1ps
module alu_control(input[1:0]opcode,input[3:0]funct,input sel,output reg[3:0]alu_cnt);
always@(*)
    begin
    case(sel)
    1'b0:
        case(opcode)
        2'b00:
        alu_cnt=4'b0110; 
        2'b01:
        alu_cnt=4'b1000; 
        2'b10:
        alu_cnt=4'b1001; 
        2'b11:
        alu_cnt=funct;
        endcase
    1'b1: 
        case(opcode)
        2'b00:
        alu_cnt=4'b0110; 
        2'b01:
        alu_cnt=4'b1010; 
        2'b10:
        alu_cnt=4'b0000; 
        2'b11:
        alu_cnt=4'b0001; 
        endcase
    endcase
    end
endmodule
`timescale 1ns / 1ps
module logical(input[31:0]a,b,input[1:0]funct,output reg[31:0]logres);
always@(*)
begin
case(funct[1:0])
2'b00:logres=(a|b);
2'b01:logres=(a&b);
2'b10:logres=(a^b);
2'b11:logres=(~a);
endcase
end
endmodule
`timescale 1ns / 1ps
module add(input[31:0]a,b,input funct,output reg[31:0]addres,output reg cout);
reg x;
always@(*)
    begin
    case(funct)
    2'b0:
        begin
        {cout,addres}=a+b;
        end
    2'b1:
        begin
        {x,addres}=a-b;
        cout=0;
        end
    endcase
    end
endmodule
`timescale 1ns / 1ps
module compare(input[31:0]a,b,output reg c1,c0);
wire [31:0]addres;
add ad(a,b,1'b1,addres,cout);
reg cmp_res;
integer i=0;
always@(addres)
    begin
    cmp_res=a[31]&(~b[31]);
    for(i=31;i>0;i=i-1)
        begin
        cmp_res=cmp_res|(a[i-1]&(~b[i-1])&(~(a[i]&(~b[i]))));
        end
    if(addres==32'd0)
        begin
        c0=1;
        c1=1;
        end
    else if(cmp_res==1)
        begin
        c0=0;
        c1=1;
        end
    else
        begin
        c0=1;
        c1=0;
        end
    end
endmodule
`timescale 1ns / 1ps
module calc(input[31:0]a,b,input funct,output reg[31:0]calres,output reg ovf);
reg [31:0]cal;
always@(*)
    begin
    case(funct)
    1'b0:
        begin
        {cal,calres}=a*b;
        if(cal==32'd0) ovf=0;
        else ovf=1;
        end
    1'b1:
       begin
       calres=a/b;
       ovf=0;
       end
    endcase
    end
endmodule
`timescale 1ns / 1ps
module shift(input[31:0]a,input[4:0]b, input funct, output reg[31:0]shtres);
always@(*)
begin
case(funct)
2'b0:shtres=a>>b;
2'b1:shtres=a<<b;
endcase
end
endmodule
`timescale 1ns / 1ps
module alu(input[31:0]a,b, input[3:0]funct, output reg [31:0]s, output reg zero);
wire[31:0] logres,shtres,addres,calres;
wire cout,ovf,c1,c0;
reg x;
    logical l(a,b,funct[1:0],logres);
    shift sh(a,b[4:0],funct[0],shtres);
    compare c(a,b,c1,c0);
    add ad(a,b,funct[0],addres,cout);
    calc cal(a,b,funct[0],calres,ovf);
always@(*)
    begin
    casex(funct)
    4'b00xx:
        begin
        s=logres;
        zero=0;
        end
    4'b010x:
        begin
        s=shtres;
        zero=0;
        end
    4'b011x:
        begin
        s=addres;
        zero=0;
        end
    4'b10xx:
        case(funct[1:0])
        2'b00:
        if(c1&c0==0) zero=1;
        else zero=0;
        2'b01:
        if(c1&c0==0) zero=0;
        else zero=1;
        2'b10:
        if(c0==0&&c1==1) s=32'd0;
        else s=32'd1;
        endcase
    4'b111x:
        begin
        s=calres;
        zero=0;
        end
    default:
        begin
        zero=0;
        s=32'd0;
        end
    endcase
    end
endmodule
`timescale 1ns / 1ps
module control_unit(input [5:0]opcode,output reg_src,reg_wen,alu_src,w_src,mem_wen,check_immed,output [1:0]alu_cnt,pc_cnt);
reg [7:0]opcode_mem[15:0];                
initial
    begin
    opcode_mem[0]=8'b00000011;
    opcode_mem[1]=8'b00000011;
    opcode_mem[2]=8'b00000011;
    opcode_mem[3]=8'b00000011;
    opcode_mem[4]=8'b00000011;
    opcode_mem[5]=8'b00000011;
    opcode_mem[6]=8'b00000011;
    opcode_mem[7]=8'b00000011;
    opcode_mem[8]=8'b00000011;
    opcode_mem[9]=8'b00000011;
    opcode_mem[10]=8'b00001110;
    opcode_mem[11]=8'b00011100;
    opcode_mem[12]=8'b00100000;
    opcode_mem[13]=8'b00100000;        
    opcode_mem[14]=8'b10000110;         
    opcode_mem[15]=8'b10000110;         
    end
assign alu_cnt=opcode[5:4];
assign reg_src=opcode_mem[opcode[3:0]][0];
assign reg_wen=opcode_mem[opcode[3:0]][1];
assign alu_src=opcode_mem[opcode[3:0]][2];
assign w_src=opcode_mem[opcode[3:0]][3];
assign mem_wen=opcode_mem[opcode[3:0]][4];
assign pc_cnt[0]=opcode_mem[opcode[3:0]][5];
assign check_immed=opcode_mem[opcode[3:0]][7];
assign pc_cnt[1]=~(opcode[0]|opcode[1]|opcode[2]|opcode[3]|opcode[4]|opcode[5]);
endmodule
`timescale 1ns / 1ps
module dm(input[31:0]add,data_in,input clk,wen,output[31:0]data_out);
reg [7:0]dm[255:0];
initial
    begin
    dm[0]=8'b00000000;
    dm[1]=8'b00000010;
    dm[2]=8'b00000011;
    dm[3]=8'b00000010;
    dm[4]=8'b00000010;
    dm[5]=8'b00000010;
    dm[6]=8'b00000010;
    dm[7]=8'b00000010;
    dm[8]=8'b00000010;
    dm[9]=8'b00000010;
    dm[10]=8'b00000010;
    dm[11]=8'b00000010;
    dm[12]=8'b00000010;
    dm[13]=8'b00000010;
    dm[14]=8'b00000010;
    dm[15]=8'b00000010;
    dm[16]=8'b00000010;
    dm[17]=8'b00000010;
    dm[18]=8'b00000010;
    dm[19]=8'b00000010;
    dm[20]=8'b00000010;
    dm[21]=8'b00000010;
    dm[22]=8'b00000010;
    dm[23]=8'b00000010;
    dm[24]=8'b00000010;
    dm[25]=8'b00000010;
    dm[26]=8'b00000010;
    dm[27]=8'b00000010;
    dm[28]=8'b00000010;
    dm[29]=8'b00000010;
    dm[30]=8'b00000010;
    dm[31]=8'b00000010;
    end
always@(posedge clk)
    begin
    if(wen)
        begin
        dm[add]=data_in[31:24];
        dm[add+1]=data_in[23:16];
        dm[add+2]=data_in[15:8];
        dm[add+3]=data_in[7:0];
        end
    end
assign data_out={dm[add],dm[add+1],dm[add+2],dm[add+3]};
endmodule
`timescale 1ns / 1ps
module im(input[31:0]pc,input clk,output reg[31:0]inst);
reg[7:0]im[63:0];
initial
    begin
    im[0]=8'b00001010;
    im[1]=8'b00001010;
    im[2]=8'b00101010;
    im[3]=8'b00001010;
    im[4]=8'b00001010;
    im[5]=8'b00001011;
    im[6]=8'b01001010;
    im[7]=8'b00101010;
    im[8]=8'b00001010;
    im[9]=8'b01001010;
    im[10]=8'b00001010;
    im[11]=8'b00001010;
    im[12]=8'b00101010;
    im[13]=8'b00001010;
    im[14]=8'b00001010;
    im[15]=8'b00001010;
    im[16]=8'b01001010;
    im[17]=8'b00101010;
    im[18]=8'b00001010;
    im[19]=8'b01001010;
    im[20]=8'b00001010;
    im[21]=8'b00001010;
    im[22]=8'b00001010;
    im[23]=8'b00001010;
    im[24]=8'b01101010;
    im[25]=8'b00001010;
    im[26]=8'b01001010;
    im[27]=8'b00101010;
    end
always@(posedge clk)
inst={im[pc],im[pc+1],im[pc+2],im[pc+3]};
endmodule
`timescale 1ns / 1ps
module pc(input[31:0]pcin,input[25:0]inst,input clk,input[1:0]cnt,output reg[31:0]pcout);
wire[31:0] p,j,b,jse,bse;
assign p=pcin+32'd4;
sign_ext se1(inst[15:0],bse);
sign_extend se2(inst,jse);
shift_unit s1(bse,2,b);
shift_unit s2(jse,2,j);
always@(posedge clk)
    begin
    case(cnt)
       2'b00:pcout=p;
       2'b01:pcout=p+b;
       2'b10:pcout=j;
    endcase
    end
endmodule
`timescale 1ns / 1ps
module processor(input clk, rst, output reg [31:0] alures, npc,in,da,md);
wire[31:0]new_pc,instruction,data1,data2,alu_res,mem_data,se;
wire[25:0]jb_add;
wire[4:0]rs,rt;
reg[4:0]rd;
wire[3:0]funct;
wire reg_dest,j,b,mem_wen,reg_wen,alu_src,w_src,alu_sel,zero;
wire[1:0]alu_cnt;
reg[31:0] pc0,program_counter,off_dat,w_data;
wire[5:0]opcode,funcode;
initial pc0=32'd0;
always@(posedge clk)
    begin
    if(rst) program_counter=pc0;
    else program_counter=new_pc;
    npc=new_pc;
    end
always@(*)
    begin
    rd=(reg_dest)?instruction[15:11]:rt;
    off_dat=(alu_src)?se:data2;
    w_data=(w_src)?mem_data:alu_res;
    alures=alu_res;
    in=instruction;
    da=data1;
    md=w_data;
    end
im i(program_counter,clk,instruction);
split s1(instruction,rs,rt,opcode,funcode,jb_add);
control_unit c(opcode,reg_dest,reg_wen,alu_src,w_src,mem_wen,alu_sel,alu_cnt,{{j},{b}});
reg_file rf(rs,rt,rd,w_data,reg_wen,clk,data1,data2);
alu_control ac(alu_cnt,funcode[3:0],alu_sel,funct);
sign_ext se3(jb_add[15:0],se);
alu a(data1,off_dat,funct,alu_res,zero);
dm d(alu_res,data2,clk,mem_wen,mem_data);
pc p(program_counter,jb_add,clk,{{j},{b&zero}},new_pc);
endmodule
`timescale 1ns / 1ps
module reg_file(input[4:0]radd1, radd2, wadd, input[31:0]datain, input wr, clk, output [31:0]dataout1, dataout2);
reg[31:0]regs[31:0];
initial
    begin
    regs[0]=32'd1;
    regs[1]=32'd2;
    regs[2]=32'd3;
    regs[3]=32'd4;
    regs[4]=32'd5;
    regs[5]=32'd6;
    regs[6]=32'd7;
    regs[7]=32'd8;
    regs[8]=32'd9;
    regs[9]=32'd10;
    regs[10]=32'd11;
    regs[11]=32'd12;
    regs[12]=32'd13;
    regs[13]=32'd14;
    regs[14]=32'd15;
    regs[15]=32'd16;
    regs[16]=32'd17;
    regs[17]=32'd18;
    regs[18]=32'd19;
    regs[19]=32'd20;
    regs[20]=32'd21;
    regs[21]=32'd22;
    regs[22]=32'd23;
    regs[23]=32'd24;
    regs[24]=32'd25;
    regs[25]=32'd26;
    regs[26]=32'd27;
    regs[27]=32'd28;
    regs[28]=32'd29;
    regs[29]=32'd30;
    regs[30]=32'd31;
    regs[31]=32'd32;
    end
always@(posedge clk)
    if(wr) regs[wadd]=datain;
assign dataout1=regs[radd1];
assign dataout2=regs[radd2];
endmodule
`timescale 1ns / 1ps
module shift_unit(input[31:0]tbsh,s,output[31:0]sh);
assign sh=tbsh<<s;
endmodule
`timescale 1ns / 1ps
module sign_ext(input[15:0]in,output[31:0]out);
assign out={{16{in[15]}},in};
endmodule
`timescale 1ns / 1ps
module sign_extend(input[25:0]in,output[31:0]out);
assign out={{6{in[25]}},in};
endmodule
`timescale 1ns / 1ps
module split(input [31:0] inst, output[4:0]rs,rt,output[5:0]opc,func,output[25:0]jba);
assign rs=inst[25:21];
assign rt=inst[20:16];
assign opc=inst[31:26];
assign func=inst[5:0];
assign jba=inst[25:0];
endmodule
File: run.sh
#!/bin/bash
# OpenROAD 26Q1-2900-gdf79404cd8, Yosys 0.63+post, stock flow scripts
make -C /OpenROAD-flow-scripts/flow DESIGN_CONFIG=/design/flow/config.mk WORK_HOME=/design/flow/orfs finish
==> flow_summary.ini <==
; physical design summary
[run_status]
status = finished clean

[clocking]
ctsResizeCount = 0
clock_latency_ns = 0.43
cts_inserted_buffers = 17
clock-root-buffer = clkbuf_16
cts_max_level = 4
clkTransAtPathRegs_ns = 0.07
clockBufferDepth = 2
cts_hold_buf = 0
cts_setup_buffers = 0
cts_tree = done

[global_routing]
grt_max_degree = 68
grt_usage_pct = 14.7
use_met1_pct = 20.2
antenna_found_initial = 1
grt-busiest-layer = met2
grt_util_met2_pct = 22.9
overflow = 0
grt_pass1_vias = 6274
grt_first_pass_wirelength_mm = 34.3
globalRouteMet3Util_pct = 4.83

[critical_path]
cp-start-kind = flop
regToRegSetupSlack_ns = 5.02
crit_slowest_cell = dfxtp_2
path_max_fanout = 38
crit_family = buffers and inverters
crit_chain = inv_1, nor4_1, nand2_1, a21boi_0, clkdlybuf4s50_1
reg2reg_from = program_counter[3]$_SDFF_PP0_
crit_arrival_ns = 3.16
critPathKind = reg2out
cp_slowest_stage_delay_ns = 0.79
cp.required_ns = 6.32
crit_path_end_kind = output pin
crit_start = i.inst[29]$_DFF_P_
cp_num_buf_inv = 2

[floorplan]
placementRows = 63
die_area_sq_um = 31100
boundaryPins = 162
fp_util_pct = 30.6
die_h_um = 176
core_sq_um = 29800
die_w_um = 176

[synthesis]
async_flop_share_pct = 0
edf_count = 64
syn_inst = 896
yosysChipArea_sq_um = 9120
ys_ff = 204
synth.avg_cell_area_sq_um = 10.2
netlist_area_sq_um = 9120
yosys_warnings = 14
synthDistinctLibCells = 66
ff_type = dfxtp_1
yosys_cells = 896

[routing]
vias = 6505
wl_per_cell_um = 15.6
drtIter0Drc = 356
vias_per_cell = 4.64
ant_nets = 0
first_pass_iters = 4
route.detailed.drc = 0
drt_wl_total_mm = 21.8

[final_layout]
lay_top_count = clkdlybuf4s50_1
final_cell_mix = 113 x clkdlybuf4s50_1, 105 x dfxtp_1, 80 x nor2_1
drive_gt1_share_pct = 6.23
finish.utilization_pct = 37.1
area.growth.synth_to_final_pct = 21.3

[placed_design]
port_buffers = 113
pre_cts_ws_ns = 3.62
place_congestion = 0.894
hpwlAfterDp_mm = 15.4

[flow_run]
drv_cap = 0
tool_warnings = 39

[final_timing]
fin_ws_ns = 3.16
hold_ws_ns = 0.343
post-route-period-util_pct = 60.0
final_hold_viol_count = 0
fin_skew_ns = 0.0108
slew_headroom_pct = 39.7
post-route-min-period_ns = 4.74
untimed_endpoints = 64
worst_slew_pin_slew_ns = 0.897
rsz0062_at_grt = false
fin_setup_tns_ns = 0
max_freq_mhz = 211
slew_violations = 0
setup_viol = 0
unclocked_regs = 32

[pwr]
leakage_nw = 4.05
ir_drop_v = 0.000161
power.density_nw_per_um2 = 198
p_total_w = 0.00219

[worst_hold_path]
hold_class = reg2reg
hp-start = p.pcout[26]$_DFF_P_
==> cells by family after synthesis <==
family | count (synthesis) | synth area share (%)
simple gates | 322 | 18.8
flops | 172 | 44.8
compound gates | 117 | 8.30
buf+inv | 106 | 6.58
xor+xnor | 75 | 7.20
mux | 42 | 4.95
latches | 32 | 5.27
fa+ha+maj | 28 | 4.00
other cells | 2 | 0.0823
==> metal layers <==
metal	vias up	share of wire [%]
met3	29	7.5
li1	3257	-
met4	0	2.5
met5	-	0
met1	3057	44
met2	162	46
==> synth_stat cells, drive strengths merged (9+ instances only) <==
cell | number | area [sq um]
clkbuf | 24 | 90.1
a21oi | 34 | 170
nand4 | 17 | 106
nor2b | 62 | 388
and3 | 10 | 62.6
ha | 26 | 325
nor3 | 25 | 125
mux2i | 29 | 290
buf | 60 | 428
dlxtn | 32 | 480
nor3b | 9 | 67.6
nor4 | 14 | 87.6
or3 | 10 | 67.6
nor2 | 81 | 304
o21ai | 21 | 105
xor2 | 28 | 245
nand2 | 38 | 143
edfxtp | 64 | 1920
inv | 22 | 82.6
nand3 | 21 | 105
xnor2 | 47 | 412
mux2 | 13 | 161
dfxtp | 108 | 2160
==> worst reg2reg max path, stage by stage (launching register included) <==
cell     delay (ns)
dfxtp_1        0.74
ha_1           0.41
nand3_1        0.16
nor2_1         0.39
nand3_1        0.25
nor4_1         0.50
nand3_1        0.17
xnor2_1        0.15
==> flip-flops by register name, indices dropped and copies added, names as in the netlist <==
register	cells
a.s	32
i.inst	12
npc	32
p.pcout	32
program_counter	32
rf.regs	64
==> report_power, final <==
part / internal [W] / leakage, nW / switching [W] / total, W
sequential: 0.000963 / 1.72 / 0.0000259 / 0.000989
combinational: 0.000147 / 2.04 / 0.000203 / 0.000351
clock: 0.000477 / 0.297 / 0.000369 / 0.000846
==> per-stage QoR <==
stage | area [sq um] | std cells
floorplan | 9300 | 942
global placement | 10500 | 1369
detailed placement | 10500 | 1369
CTS | 11100 | 1401
global route | 11100 | 1401
finish | 11100 | 1402
==> final timing paths <==
check,endpoint,depth (start not counted)
worst min register to register,npc[26]$_DFF_P_,0
worst min-delay path,npc[26]$_DFF_P_,0
worst max-delay path,md[0],5
worst max register to register,p.pcout[28]$_DFF_P_,7
==> layout make-up <==
class / instances / area, sq um
Timing Repair Buffer: 121 / 1190
Tap cell: 390 / 488
Inverter: 22 / 82.6
Antenna cell: 1 / 2.50
Clock inverter: 12 / 124
Fill cell: 2937 / 18700
Sequential cell: 204 / 4570
Clock buffer: 20 / 478
Multi-Input combinational cell: 632 / 4130
Power and IR drop assume default switching activity.
